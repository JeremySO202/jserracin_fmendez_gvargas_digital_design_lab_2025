==> design/flow/design.v <==
module WinnerScreen (
    input logic [9:0] x, y,
    input logic finJuego, 
    input logic [2:0] columna, 
    output logic show
);
    logic [9:0] cursorX;
    logic [9:0] cursorY;
    always_comb begin
        cursorX = columna * 92 + 10;
        cursorY = 0;
        show = 0;
        if (finJuego) begin
            if ((x >= cursorX && x < cursorX + 5 && y >= cursorY && y < cursorY + 30) ||  
                (x >= cursorX + 5 && x < cursorX + 15 &&
                ((y >= cursorY && y < cursorY + 3) || (y >= cursorY + 11 && y < cursorY + 14) || (y >= cursorY + 22 && y < cursorY + 30))))  
                show = 1;
            else if ((x >= cursorX + 20 && x < cursorX + 25 && y >= cursorY && y < cursorY + 30) ||  
                    (x >= cursorX + 35 && x < cursorX + 40 && y >= cursorY && y < cursorY + 30) ||  
                    ((x - (cursorX + 20)) == (y - cursorY) &&  
                    x >= cursorX + 20 && x < cursorX + 40 && y >= cursorY && y < cursorY + 30))
                show = 1;
            else if ((x >= cursorX + 50 && x < cursorX + 55 && y >= cursorY && y < cursorY + 30) ||  
                    (x >= cursorX + 55 && x < cursorX + 65 &&
                    ((y >= cursorY && y < cursorY + 3) || (y >= cursorY + 27 && y < cursorY + 30))) ||  
                    (x >= cursorX + 65 && x < cursorX + 70 && y >= cursorY + 3 && y < cursorY + 27))  
                show = 1;
        end
    end
endmodule
==> design/flow/run.sh <==
#!/bin/bash
# OpenROAD 26Q1-2900-gdf79404cd8, Yosys 0.63+post, stock flow scripts
make -C /OpenROAD-flow-scripts/flow DESIGN_CONFIG=/design/flow/config.mk WORK_HOME=/design/flow/orfs finish
==> design/flow/config.mk <==
export PLATFORM = sky130hd
export DESIGN_NAME = WinnerScreen
export DESIGN_NICKNAME = WinnerScreen
export VERILOG_FILES = /design/flow/design.v
export SDC_FILE = /design/flow/constraint.sdc
export NUM_CORES = 4
export LEC_CHECK = 1
export CORE_AREA = 10 10 96 96
export DIE_AREA = 0 0 106 106
==> design/flow/constraint.sdc <==
current_design WinnerScreen

set clk_period 4.8
set clk_io_pct 0.2

create_clock -name clk0 -period $clk_period

set non_clock_inputs [all_inputs -no_clocks]
set_input_delay [expr $clk_period * $clk_io_pct] -clock clk0 $non_clock_inputs
set_output_delay [expr $clk_period * $clk_io_pct] -clock clk0 [all_outputs]
==> flow_summary.yaml <==
# generated from flow reports
critical_path:
  end_kind: "output pin"
  startpoint_type: "input pin"
  slowest_delay_ns: 0.62
  worstSetupEndpoint: "show"
  crit_fanout: 3
  cp.required_ns: 3.84
  crit_start: "columna[2]"
  arrival_ns: 5.49
  worst-setup-path-type: "in2out"
  cpMaxStageDelayCell: "fa_2"
power_and_ir_drop:
  ir_drop_uv: 154
  powerDensity_nw_per_um2: 380
  power_mw: 1.91
  p_leak_nw: 2.33
floorplan:
  fp.dieW_microns: 106
  dieHeight_microns: 106
  pin_count: 25
  std_cell_rows: 31
  core_area_sq_um: 7210
  die_area_sq_um: 11200
  fp_util_pct: 46.5
sta:
  max_slew_margin_pct: 55.4
  rsz0062_at_grt: "yes"
  clock.fmax_ghz: 0.155
  fin_ws_ns: -1.65
  maxSlewViolCount: 0
  whs_ns: 2.68
  final-hold-violation-count: 0
  layout_min_cycle_time_ns: 6.45
  finalClockPeriodUsage_pct: 134
  worst_pin_slew_ns: 0.662
  setup_viol_count_final: 1
routing:
  wirelength_mm: 11.9
  drtAntennaViolNets: 0
  drc_errors: 0
  first_pass_iters: 5
  vias_per_cell: 5.32
  vias: 3758
  wl_per_cell_microns: 16.8
  n_antenna_cell: 0
  drt_iter0_drc: 172
placement:
  dp_slack_ns: -2.59
  place_congestion: 0.998
  io_buffer_count: 25
  post_dp_cell_area_sq_um: 4900
  hpwl_mm: 10.4
global_route:
  grt_max_degree: 12
  antenna_found_initial: 0
  grt_pass1_vias: 3573
  track_usage_pct: 20.8
  grt_pass1_wl_mm: 18.8
  overflow: 0
yosys:
  ys_types: 55
  ys_seq_share_pct: 0
  synthTopCellsByCount: "ha_1 (89), xnor2_1 (47), a21oi_1 (39), nand2_1 (36), nor2_1 (36)"
  synth_cells: 450
  ys_area_sq_um: 3350
  ys_cells: 450
  top_cell: "ha_1"
  yosys_warnings: 1
  synthTopCellsByArea: "ha_1 (33%), xnor2_1 (12%), a21oi_1 (5.8%)"
  avgSynthCellArea_sq_um: 7.45
  syn_area_sq_um: 3350
  top_area_share_pct: 33.2
  post-synth-top-area-cell: "ha_1"
run_status:
  status: "finished, violations left"
  violations: "negative setup slack"
min_path:
  hold_path.class: "in2out"
  min_from: "finJuego"
layout:
  final_core_util_pct: 69.6
  drive_gt1_share_pct: 30.9
  clock_buffers: 0
  area_growth_pct: 49.7
  flop-count: 0
  final_cell_area_sq_um: 5020
  seqCellArea_sq_um: 0
job:
  tool_warnings: 58
  drv_cap: 0
-- metal layers --
| layer | wire length, microns | track usage, % | vias up | share of wire (%) |
|---|---|---|---|---|
| li1 | - | - | 1955 | - |
| met1 | 5820 | 31.4 | 1700 | 49 |
| met2 | 5320 | 33.5 | 97 | 45 |
| met3 | 646 | 1.35 | 6 | 5.4 |
| met4 | 83 | 0.484 | 0 | 0.70 |
| met5 | 0 | 0 | - | 0 |
-- what timing repair did --
action / CTS / global route
gates resized: 21 / 16
setup endpoints to repair: 1 / 1
hold buffers: 0 / 0
setup buffers: 2 / 1
pin swaps: 13 / 15
gates cloned: 0 / 0
-- power breakdown --
| part | internal [mW] | total (mW) | switching, mW |
|---|---|---|---|
| Combinational | 0.973 | 1.91 | 0.934 |
| Sequential | 0 | 0 | 0 |
| Clock | 0 | 0 | 0 |
-- through the flow --
| stage | TNS (ns) | std cells |
|---|---|---|
| floorplan | -1.54 | 450 |
| global placement | -2.47 | 704 |
| detailed placement | -2.59 | 704 |
| CTS | -1.97 | 706 |
| global route | -1.90 | 707 |
| finish | -1.65 | 707 |
-- layout by cell type (no fill, tap or decap), types with 3 or more instances in the layout --
master / n
a21o_1: 4
o21bai_1: 4
nand3_1: 11
inv_2: 6
o21a_1: 6
o31ai_1: 5
nor4_1: 4
a21boi_0: 4
buf_4: 141
xor2_1: 8
nand2b_1: 8
a211oi_1: 6
or2_2: 3
nor2_2: 3
nor2b_1: 7
clkdlybuf4s50_1: 21
xnor2_1: 43
fa_1: 4
nand2_1: 35
a21oi_1: 38
a31oi_1: 5
nor2_1: 32
ha_4: 4
o211ai_1: 6
nor3_1: 7
ha_1: 84
inv_1: 21
mux2i_1: 3
nand4_1: 5
o21ai_0: 20
-- logic make-up after synthesis --
logic type,Yosys count,share of synthesized area [%]
XOR/XNOR,57,14.9
AND-OR/OR-AND,126,25.0
multiplexers,3,0.896
buffers and inverters,41,4.66
adder cells (fa/ha/maj),94,36.2
AND/OR/NAND/NOR,129,18.3
-- worst min path at each step --
stage	end	slack, ns	depth (start not counted)
after CTS	show	2.68	4
after global routing	show	2.71	4
final	show	2.68	4
-- layout make-up --
cell class         instances  area [sq um]
multi-input cells        409          3420
fillers                  609          2190
repair buffers           168          1350
inverters                 31           133
well taps                 99           124
-- worst max-delay path, delay by kind of cell --
family          cells  cell delay (ns)
fa+ha+maj           5             1.79
buf+inv             6             0.48
compound gates      4             0.90
simple gates        8             0.99
xor+xnor            2             0.38
No activity file was given, so power comes from the tool's default toggle rates.
