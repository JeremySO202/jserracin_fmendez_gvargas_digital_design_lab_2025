### design.v
module alu #(
	parameter int W=4
)(
		input logic [W-1:0] A, B,
		input logic [3:0] op,
		output logic [W-1:0] op_result,
		output logic N, Z, C, V
);
	logic [W-1:0] sum_y;
	logic sum_cout;
	logic [2*W-1:0] mul_result;  
	sum_N #(.m(W)) sumN (
		.a(A),
		.b(B),
		.y(sum_y),
		.cout(sum_cout)
	);
	logic [W-1:0] subs_y;
	logic subs_cout;
	nBitsSubstractor #(.n(W)) subs (
		.a(A),
		.b(B),
		.s(subs_y),
		.cout(subs_cout)
	);
	logic [W-1:0] div_c;  
   logic [W-1:0] div_r;
	division #(.m(W)) div(
		.dividendo(A),
		.divisor(B),
		.cociente(div_c),
      .residuo(div_r)
	);
always_comb begin
    N = 0;
    Z = 0;
    C = 0;
    V = 0;
	 mul_result = 0;
	case(op)
		4'b0000: begin
		op_result = sum_y;
		C = sum_cout;
		end
		4'b0001: begin
		op_result = subs_y;  
		N = ~subs_cout;
		end
		4'b0010: begin
		mul_result = A * B;
		op_result = mul_result[W-1:0];  
		C = |mul_result[2*W-1:W];  
		end
		4'b0011: op_result = div_c;
		4'b0100: op_result = div_r;
		4'b0101: op_result = A & B;
		4'b0110: op_result = A | B;
		4'b0111: op_result = A ^ B;
		4'b1000: op_result = A << 1;
		4'b1001: op_result = A >> 1;
		default: op_result = 0;
		endcase
   Z = (op_result == 0);    
	end
endmodule
module bcd_4bits
(
	input logic [0:3] num,
	output logic [0:6] y_A, y_B
);
	logic a,b,c,d;
	assign a = num[0];
	assign b = num[1];
	assign c = num[2];
	assign d = num[3];
	assign y_A[0] = ~a&~b&~c&d|~a&b&~c&~d|a&~b&c&d|a&b&c&~d;
	assign y_A[1] = ~a&b&~c&d|~a&b&c&~d|a&b&c&d;
	assign y_A[2] = ~a&~b&c&~d|a&b&~c&~d;
	assign y_A[3] = ~a&~b&~c&d|~a&b&~c&~d|~a&b&c&d|a&~b&~c&d|a&~b&c&d|a&b&c&~d;
	assign y_A[4] = ~a&~b&~c&d|~a&~b&c&d|~a&b&~c&~d|~a&b&~c&d|~a&b&c&d|a&~b&~c&d|a&~b&c&d|a&b&~c&d|a&b&c&~d|a&b&c&d;
	assign y_A[5] = ~a&~b&~c&d|~a&~b&c&~d|~a&~b&c&d|~a&b&c&d|a&~b&c&d|a&b&~c&~d|a&b&~c&d;
	assign y_A[6] = ~a&~b&~c&~d|~a&~b&~c&d|~a&b&c&d|a&~b&c&~d|a&~b&c&d;
	assign y_B[0] = a&~b&c&~d|a&~b&c&d|a&b&~c&~d|a&b&~c&d|a&b&c&~d|a&b&c&d;
	assign y_B[1] = 0;
	assign y_B[2] = 0;
	assign y_B[3] = a&~b&c&~d|a&~b&c&d|a&b&~c&~d|a&b&~c&d|a&b&c&~d|a&b&c&d;
	assign y_B[4] = a&~b&c&~d|a&~b&c&d|a&b&~c&~d|a&b&~c&d|a&b&c&~d|a&b&c&d;
	assign y_B[5] = a&~b&c&~d|a&~b&c&d|a&b&~c&~d|a&b&~c&d|a&b&c&~d|a&b&c&d;
	assign y_B[6] = 1;
endmodule
module division #(parameter m = 4) (
    input  logic [m-1:0] dividendo,
    input  logic [m-1:0] divisor,
    output logic [m-1:0] cociente,
    output logic [m-1:0] residuo
);
    logic [2*m-1:0] dividendo_reg;   
    logic [m-1:0] divisor_reg;       
    logic [m-1:0] cociente_reg;      
    logic [m-1:0] temp;              
    integer i;                       
    always_comb begin
        dividendo_reg = {4'b0, dividendo};  
        divisor_reg  = divisor;            
        cociente_reg = 0;                  
        for (i = 0; i < m; i = i + 1) begin
            dividendo_reg = dividendo_reg << 1;
            temp = dividendo_reg[2*m-1:m] - divisor_reg;
            if (!temp[m-1]) begin
                dividendo_reg[2*m-1:m] = temp;  
                cociente_reg[m-1-i] = 1;          
            end
        end
    end
    assign cociente  = cociente_reg;
    assign residuo = dividendo_reg[2*m-1:m];
endmodule
module fullAdder (
    input logic a, b, cin, 
    output logic cout, s
);
	assign s = a ^ b ^ cin;
	assign cout = (a & b) + (a & cin) + (b & cin);
endmodule
module laboratorio_2 #(
	parameter int W=4
)(
		input logic [W-1:0] A, B,
		input logic [3:0] op,
		output logic [W-1:0] op_result,
		output logic [0:6] seg_A, seg_B,
		output logic N, Z, C, V
);
	alu #(.W(W)) u_alu (
        .A(A),
        .B(~B),
        .op(op),
        .op_result(op_result),
        .N(N),
        .Z(Z),
        .C(C),
        .V(V)
    );
	bcd_4bits bcd(
		.num(op_result),
		.y_A(seg_A),
		.y_B(seg_B)
	);
endmodule
module nBitsSubstractor #(
    parameter int n = 2
)(
    input logic [n-1:0] a, b,
    output logic [n-1:0] s,
    output logic cout
);
	logic [n-1:0] b_inv;
	logic [n:0] carry;
	assign b_inv = ~b;
	assign carry[0] = 1;
	genvar i;
	generate
        for (i = 0; i < n; i++) begin : adder_loop
            fullAdder adder (
                .a(a[i]),
                .b(b_inv[i]),
                .cin(carry[i]), 
                .cout(carry[i+1]), 
                .s(s[i])
            );
        end
    endgenerate
	assign cout = carry[n];
endmodule
module sum_N #(
	parameter int m=4
)(
		input logic [m-1:0] a,b,
		output logic cout,
		output logic [m-1:0] y
);
	logic [m-1:0] c;
	always_comb begin
		c[0] = a[0] & b[0]; 
		y[0] = a[0] ^ b[0];
		for (int i = 1; i < m; i++) begin
			c[i] = (a[i] & b[i]) | (a[i] & c[i-1] ) | (b[i] & c[i-1]);
			y[i] = a[i] ^ b[i] ^ c[i-1];
		end  
		cout = c[m-1];
	end  
endmodule 
### run.sh
#!/bin/bash
# OpenROAD 26Q1-2900-gdf79404cd8, Yosys 0.63+post, stock flow scripts
make -C /OpenROAD-flow-scripts/flow DESIGN_CONFIG=/design/flow/config.mk WORK_HOME=/design/flow/orfs finish
### config.mk
export PLATFORM = sky130hd
export DESIGN_NAME = laboratorio_2
export DESIGN_NICKNAME = laboratorio_2
export VERILOG_FILES = /design/flow/design.v
export SDC_FILE = /design/flow/constraint.sdc
export NUM_CORES = 4
export LEC_CHECK = 1
export CORE_AREA = 10 10 103 103
export DIE_AREA = 0 0 113 113
### constraint.sdc
current_design laboratorio_2

set clk_period 19.3
set clk_io_pct 0.2

create_clock -name clk0 -period $clk_period

set non_clock_inputs [all_inputs -no_clocks]
set_input_delay [expr $clk_period * $clk_io_pct] -clock clk0 $non_clock_inputs
set_output_delay [expr $clk_period * $clk_io_pct] -clock clk0 [all_outputs]
==> PnR_summary.wiki <==
== Run summary ==
{| class="wikitable"
! Metric !! Value
|-
| Result of the run || finished clean
|-
| Summed instance area of the synthesized netlist || 1980 sq um
|-
| Area enclosed by the die boundary || roughly 13000 sq um
|-
| Total length of routed wires || roughly 4.9 mm
|-
| Worst relative slew slack || about 54%
|-
| DIE HEIGHT || 113 microns
|-
| Seq. cell area || 0 sq um
|-
| Cell type contributing the most total cell area after synthesis || sky130_fd_sc_hd__ha_1
|-
| Maximum operating frequency || ~65 MHz
|-
| Area of the multi-input gates || between 1500 and 2000 sq um
|-
| Number of antenna violations at the first check in global routing || 0
|-
| Count of cells along the worst hold path || 4
|-
| Sequential cell area fraction in the yosys report || 0%
|-
| Core Density at Floorplan || a little under a quarter
|-
| Number of diodes || 0
|-
| Critical path launch point || A[3]
|-
| Static power due to leakage || 0.996 nW
|-
| Yosys synthesis warning count || 3
|-
| Number of global-route vias before repair || roughly 1.7k
|-
| Crit Path Class || in2out
|-
| CP endpoint kind || output pin
|-
| Number of warnings the tools reported || 40
|-
| Number of cells in the yosys synthesis report || 257
|-
| Most area-consuming cells after synthesis || sky130_fd_sc_hd__ha_1 (21%), sky130_fd_sc_hd__fa_1 (13%), sky130_fd_sc_hd__inv_1 (4.9%)
|-
| Tmin final || approximately 15000 ps
|-
| Clock buffer count || 0
|-
| Number of distinct library cells after synthesis || approximately 57
|-
| Delay contributed by the slowest stage of the critical path || about 600 ps
|-
| Final TNS setup || 0 ps
|-
| Share of post-route cells with drive strength above 1 || under 10%
|-
| Count of vias placed by the detailed router || roughly 1.8k
|-
| Number of post-CTS setup repair buffers || 0
|-
| Fillcell total || 856
|-
| Total power density per cell area || about 57 nW/um^2
|-
| Placer's final routability congestion estimate || slightly below 0.9
|-
| Synthesized instance count || around 260
|-
| Width of the chip || 113 microns
|-
| End point of the critical path || seg_A[1]
|-
| Critical path data required time || between 15000 and 20000 ps
|-
| HP Class || in2out
|-
| Worst setup SP type || input port
|-
| Layout overhead on the synthesized area || 17.5%
|-
| Total overflow reported by the global router || 0
|-
| Hold violation total from the final report || 0
|-
| Critical path peak fanout || 12
|-
| Synthesized chip area reported by yosys || around 2000 sq um
|-
| Slew @ Worst Pin || 691 ps
|-
| Hold buffer count at cts || 0
|-
| DRT Pass-1 Iters || 4
|-
| Initial detailed-routing violation count || around 65
|-
| RSZ-0062 raised after global routing || no
|-
| CTS resizes || 0
|-
| Average size of a mapped cell || slightly below 8 sq um
|-
| Period utilization || about four fifths
|-
| IO Port Bufs || 30
|-
| Slowest library cell on the worst path || sky130_fd_sc_hd__clkdlybuf4s50_1
|-
| Post-route design area || 2330 sq um
|-
| FF+latch count || 0
|-
| Pin count of the biggest net entering global routing || 21
|-
| Number of nets with antenna violations after detailed routing || 0
|-
| Instance area at placement || about 2300 sq um
|-
| Global-route wire length before repair || between 8 and 9 mm
|-
| Number of max-slew violations in the final report || 0
|-
| Num ports || 34
|-
| Arrival time at the worst endpoint || around 12000 ps
|-
| Portion of synthesized cell area occupied by the leading cell type || around 21%
|-
| # rows || 33
|-
| Placeable core region || between 8000 and 9000 sq um
|-
| HPWL after DPL || 4.03 mm
|-
| Cell mode on critical path || sky130_fd_sc_hd__ha_1
|-
| Count of endpoints failing setup in the final report || 0
|-
| Total of max-cap violations || 0
|-
| Worst vdd rail ir drop || roughly 0.025 mV
|-
| DRC violation count after routing || 0
|-
| GRT Total Usage || between 7 and 8%
|-
| Number of vias per cell || roughly 4.6
|-
| Detail-routed net length per standard cell || about 13 microns
|}
[through the flow]
| step | power [mW] | hold slack (ps) | worst slack [ps] | util [%] | instances |
|---|---|---|---|---|---|
| final | 0.133 | 9000 | 3930 | 28.0 | 378 |
| after global routing | 0.152 | 9070 | 3000 | 28.0 | 378 |
| after CTS | 0.136 | 9020 | 3890 | 28.0 | 378 |
| after detailed placement | 0.135 | 9020 | 3880 | 28.0 | 378 |
| after global placement | 0.134 | 9030 | 4020 | 28.0 | 378 |
| after floorplan | 0.0958 | 7890 | 5820 | - | 259 |
[worst max-delay path, delay by kind of cell]
family / cells / cell delay [ps]
compound gates: 11 / 2190
simple gates: 9 / 1850
buf+inv: 4 / 1280
fa+ha+maj: 4 / 1140
xor+xnor: 3 / 650
mux: 2 / 510
[synth_stat cells, drive strengths merged, types with 2 or more instances]
| master | instances |
|---|---|
| or3 | 2 |
| and2 | 5 |
| conb | 2 |
| xnor2 | 9 |
| nor2b | 3 |
| o21a | 4 |
| a31oi | 4 |
| buf | 10 |
| a21o | 4 |
| nor3 | 11 |
| mux2i | 4 |
| clkbuf | 7 |
| o21ai | 18 |
| xor2 | 4 |
| mux2 | 2 |
| a211oi | 2 |
| nand2 | 11 |
| nand3b | 4 |
| nand3 | 6 |
| ha | 34 |
| o211ai | 4 |
| a21boi | 2 |
| nor3b | 3 |
| nor2 | 19 |
| inv | 27 |
| nand2b | 9 |
| a21oi | 14 |
| nor4 | 3 |
| fa | 13 |
| and3 | 2 |
[power by group]
| group | switching [mW] | internal, mW |
|---|---|---|
| Combinational | 0.0667 | 0.0663 |
| Clock | 0 | 0 |
| Sequential | 0 | 0 |
[cells by family after synthesis]
| family | Yosys count | share of synthesized area, % |
|---|---|---|
| buffers and inverters | 44 | 10.2 |
| and+or+nand+nor | 82 | 22.8 |
| AOI/OAI and AO/OA | 62 | 21.6 |
| xor gates and xnor gates | 13 | 6.13 |
| adders and majority gates | 47 | 34.6 |
| muxes | 7 | 4.30 |
| other | 2 | 0.379 |
[final cells by class]
type / count / share of cell area [%]
multi-input cells: 215 / 76.8
repair buffers: 31 / 13.2
well taps: 105 / 5.65
inverters: 27 / 4.35
[layout by cell type (no fill, tap or decap), types with 3 or more instances in the layout]
cell / instances
sky130_fd_sc_hd__and2_1: 4
sky130_fd_sc_hd__nand3b_1: 3
sky130_fd_sc_hd__nand3_1: 6
sky130_fd_sc_hd__xnor2_1: 8
sky130_fd_sc_hd__a31oi_1: 4
sky130_fd_sc_hd__o21ai_1: 3
sky130_fd_sc_hd__nor3b_1: 3
sky130_fd_sc_hd__ha_1: 34
sky130_fd_sc_hd__conb_1: 4
sky130_fd_sc_hd__o211ai_1: 3
sky130_fd_sc_hd__fa_1: 13
sky130_fd_sc_hd__xor2_1: 4
sky130_fd_sc_hd__mux2i_1: 4
sky130_fd_sc_hd__o21ai_0: 15
sky130_fd_sc_hd__a21oi_1: 13
sky130_fd_sc_hd__clkdlybuf4s50_1: 30
sky130_fd_sc_hd__nor2_1: 19
sky130_fd_sc_hd__nor3_1: 10
sky130_fd_sc_hd__nand2b_1: 9
sky130_fd_sc_hd__o21a_1: 4
sky130_fd_sc_hd__inv_1: 26
sky130_fd_sc_hd__nand2_1: 11
sky130_fd_sc_hd__nor2b_1: 3
sky130_fd_sc_hd__a21o_1: 4
[layer usage]
metal	routed length, microns	GRT usage (%)	up-vias
met3	70	0.534	0
met5	0	0	-
li1	-	-	921
met2	2350	13.1	18
met4	0	0.0846	0
met1	2440	10.8	818
[worst min path at each step]
| stage | slack [ps] | startpoint | end |
|---|---|---|---|
| CTS | 9020 | A[3] | N |
| finish | 9000 | A[3] | N |
| global route | 9070 | A[3] | N |
Power figures rest on the tool's default switching activity, not on a simulated workload.
