### /design/flow/design.v
module vgaController #(
    parameter 
        HACTIVE = 10'd640,
        HFP = 10'd16,
        HSYN = 10'd96,
        HBP = 10'd48,
        HMAX = HACTIVE + HFP + HSYN + HBP,
        VBP = 10'd32,
        VACTIVE = 10'd480,
        VFP = 10'd11,
        VSYN = 10'd2,
        VMAX = VACTIVE + VFP + VSYN + VBP
    )
    (
        input logic vgaclk,
        output logic hsync, vsync, sync_b, blank_b,
        output logic [9:0] x, y
    );
	initial begin
		x = 0;
		y = 0;
	end
	always @(posedge vgaclk) begin
		x++;
		if (x == HMAX) begin  
			x = 0;
			y++;
			if (y == VMAX) 
				y = 0;
		end
	end
    wire hsync_zone = (x >= HACTIVE + HFP) && (x < HACTIVE + HFP + HSYN);
    wire vsync_zone = (y >= VACTIVE + VFP) && (y < VACTIVE + VFP + VSYN);
    assign hsync = ~hsync_zone;
    assign vsync = ~vsync_zone;
    assign sync_b = hsync & vsync;
    assign blank_b = (x < HACTIVE) && (y < VACTIVE);
endmodule
### /design/flow/run.sh
#!/bin/bash
# OpenROAD 26Q1-2900-gdf79404cd8, Yosys 0.63+post, stock flow scripts
make -C /OpenROAD-flow-scripts/flow DESIGN_CONFIG=/design/flow/config.mk WORK_HOME=/design/flow/orfs finish
### /design/flow/config.mk
export PLATFORM = sky130hd
export DESIGN_NAME = vgaController
export DESIGN_NICKNAME = vgaController
export VERILOG_FILES = /design/flow/design.v
export SDC_FILE = /design/flow/constraint.sdc
export NUM_CORES = 4
export LEC_CHECK = 1
export CORE_AREA = 10 10 87 87
export DIE_AREA = 0 0 97 97
### /design/flow/constraint.sdc
current_design vgaController

set clk_period 2.1
set clk_io_pct 0.2

create_clock -name clk0 -period $clk_period [get_ports {vgaclk}]

set non_clock_inputs [all_inputs -no_clocks]
set_input_delay [expr $clk_period * $clk_io_pct] -clock clk0 $non_clock_inputs
set_output_delay [expr $clk_period * $clk_io_pct] -clock clk0 [all_outputs]
==> COMMIT_EDITMSG <==
Store results of the implementation flow

- STA classifies the critical path startpoint as a register.
- Across every metal layer, demand over resource in global routing totals 5.77%.
* Antenna violations before repair: 0
- Pin count of the biggest net entering global routing: 12
* Overflow left after global routing: 0
* Pwr/cell area: 383 nW/µm²
* # setup viols final: 0
- Note, the detailed placer reported a final HPWL of 2130 µm.
* Maximum clock skew at final layout: 7.49 ps
- Clk sink count: 20
- Status: complete, no violations
* Starting Density: 20.8%
- Clock latency on the worst-skew pair, taken at its later pin, is 260 ps.
- Clock transition at the registers of the reported paths: 80 ps
* Placer Congestion: 0.830
- Wire length of the first global-routing pass: 4710 µm
* Chip Height: 97 µm
- Max Buffers Root-to-Sink: 2
- Number of buffers created by CTS: 3
- Part of the cycle the worst path needs: 95.8%
- The number of cells reported by Yosys stat comes to 114.
* Fillcell total: 595
* Top cells by area, synth: sky130_fd_sc_hd__edfxtp_1 26%, sky130_fd_sc_hd__dfxtp_1 17%, sky130_fd_sc_hd__ha_1 6.4%
- In the routed layout, each cell is associated on average with a via count of 4.21.
* TritonCTS clock tree: yes
- Synthesis warning total: 1
* Post-Route WL: 2840 µm
- The detailed router finished its first iteration with 44 violations.
- In this run the number of H-tree levels came out at 1.
* Iteration tally of the first detailed-router pass: 4
- Number of global-route vias before repair: 932
* Capturing element type of the critical path: primary output
- Root buffer cell: sky130_fd_sc_hd__clkbuf_8
- Per the detail_route report, DRC violations left total 0.
- The tool flagged a number of max-cap violations equal to 0.
* Min cycle time layout: 2010 ps
* Internal reg-to-reg setup slack: 100 ps
- At the worst endpoint, the arrival time is 1590 ps.
- Top cell type's share of synthesized area: 25.5%
* Synth Seq Share: 42.6%
- #FFs+latches synth: 20
* Worst hold path type: register to register
- Post-Syn Area per Cell: 10.3 µm²
- Die area: 9410 µm²
* Leakage power summed over all cells: 0.000698 µW
- OpenSTA, run right after detailed placement, puts the worst setup slack at 41.5 ps.
- Ratio of cells with drive above 1 in the final layout: 23.5%
* Final worst setup slack: 87.4 ps
* Placeable core region: 5640 µm²
- The highest clock rate this design can be run at is 497 MHz.
* Input/output buffers: 24
* Synthesis-to-layout area growth: 47.3%
* Number of hold violations in the final report: 0
* Post-Layout Cell Count: 234
- STA lists the maximum fanout along the critical path as 5.
* Unique cell type count in the Yosys netlist: 33
* Inst Count DP: 224
- The routed layout has 985 vias.
- The worst-case IR drop observed on VDD is 0.244 mV.
- The post-CTS hold buffer count recorded in the log is 0.
- Final tally of max-slew violations: 0
- In this run the cell area of the synthesized design comes to 1180 µm².
* Leading area contributor after synthesis: sky130_fd_sc_hd__edfxtp_1
* WL/cell: 12.1 µm
- Die Width: 97 µm
* Final TNS setup: 0 ps
* Setup repair after global routing missed its margin: no
- The pin closest to its max-slew limit shows a slew of 413 ps.
- Number of placement rows: 27
* Max-slew headroom: 71.7%
- Top-level port count: 25
- For this run, the script counts the antenna cells in the layout as 0.
- Critical path type: register to primary output
- The OpenROAD report gives the critical path a required time of 1680 ps.
- Synthesis handed over a netlist of 114 instances.
- Post-route ant nets: 0
* Number of warnings in the stage logs: 30
- Fin util: 30.7%
- Chip area estimate from yosys synthesis: 1180 µm²
==> final timing paths <==
kind	start	to	depth (start not counted)
setup / recovery	y[7]$_SDFFCE_PN0N_	blank_b	3
hold / removal	x[3]$_SDFF_PN0_	x[3]$_SDFF_PN0_	1
setup reg to reg	x[4]$_SDFF_PN0_	y[4]$_SDFFCE_PN0N_	6
hold reg to reg	x[3]$_SDFF_PN0_	x[3]$_SDFF_PN0_	1
==> layout by cell type (no fill, tap or decap), types with 2 or more instances in the layout <==
cell type / count
sky130_fd_sc_hd__buf_4: 20
sky130_fd_sc_hd__inv_1: 5
sky130_fd_sc_hd__o21a_1: 2
sky130_fd_sc_hd__clkbuf_8: 3
sky130_fd_sc_hd__nor3_1: 6
sky130_fd_sc_hd__xnor2_1: 8
sky130_fd_sc_hd__nand2_1: 7
sky130_fd_sc_hd__edfxtp_1: 10
sky130_fd_sc_hd__xor2_1: 8
sky130_fd_sc_hd__ha_1: 5
sky130_fd_sc_hd__nor3b_1: 2
sky130_fd_sc_hd__nand4_1: 4
sky130_fd_sc_hd__a21oi_1: 6
sky130_fd_sc_hd__nor2_1: 6
sky130_fd_sc_hd__o21ai_0: 2
sky130_fd_sc_hd__a21boi_0: 2
sky130_fd_sc_hd__clkdlybuf4s50_1: 21
sky130_fd_sc_hd__buf_6: 2
sky130_fd_sc_hd__and3b_1: 3
sky130_fd_sc_hd__nand3_1: 6
sky130_fd_sc_hd__dfxtp_1: 10
==> worst max-delay path, stage by stage, from the launching register on <==
cell and delay [ps]:
sky130_fd_sc_hd__edfxtp_1 450, sky130_fd_sc_hd__and4_4 190, sky130_fd_sc_hd__nor3_1 180, sky130_fd_sc_hd__clkdlybuf4s50_1 510
==> synthesized netlist by cell type, drive strengths merged <==
cell type,number
and3b,3
a21oi,6
inv,6
nand4,4
or4,1
nor2,6
edfxtp,10
a31oi,1
mux2i,1
xor2,8
a21boi,3
nor4b,1
a221oi,1
buf,2
nor3,6
or3b,2
dfxtp,10
o21ai,2
and4,2
and3,2
o21a,2
xnor2,8
ha,6
mux2,1
and2,3
nand3,7
nand3b,1
nor3b,2
nand2,7
==> where the power goes <==
| part | switching, µW | internal, µW | total, µW |
|---|---|---|---|
| clock | 129 | 130 | 259 |
| combinational | 0 | 0 | 0.000478 |
| sequential | 0 | 405 | 405 |
| total | 129 | 535 | 664 |
==> cell families after synthesis <==
logic type                 count (synthesis)  synth area share (%)
and+or+nand+nor                           47                  23.8
DFF                                       20                  42.6
xor gates and xnor gates                  16                  11.9
AOI/OAI and AO/OA                         15                  9.36
buffers and inverters                      8                  4.15
adders and majority gates                  6                  6.38
muxes                                      2                  1.81
==> area by class of cell <==
class | count | area [µm²] | area share [%]
clock buffers | 3 | 41.3 | 2.38
clock inverters | 1 | 3.75 | 0.217
inverters | 6 | 22.5 | 1.30
multi-input cells | 86 | 661 | 38.1
flip-flops and latches | 20 | 500 | 28.9
well taps | 72 | 90.1 | 5.20
repair buffers | 46 | 414 | 23.9
==> metal layers <==
layer	track usage, %	part of all wire [%]
met1	8.11	50
met2	8.13	40
met3	2.87	9.2
met4	0.338	0.49
met5	0	0
==> sequential cells by signal, summed over array words and instances (netlist names) <==
register,flops
x,10
y,10
==> what timing repair did <==
item / in CTS / in global routing
pin swaps: 3 / 1
buffers inserted: 5 / 2
gates cloned: 0 / 0
endpoints found under the setup margin: 4 / 7
gates resized: 10 / 5
==> through the flow <==
stage | power [µW] | area (µm²) | hold WS, ps
finish | 664 | 1730 | 549
global route | 688 | 1730 | 581
CTS | 672 | 1710 | 556
detailed placement | 414 | 1600 | 538
global placement | 414 | 1600 | 538
floorplan | 414 | 1180 | 464
No activity file was given, so power comes from the tool's default toggle rates.
